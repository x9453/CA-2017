==> ./design.v <==
module dcache_data_sram
(
	clk_i,
	addr_i,
	data_i,
	enable_i,
	write_i,
	data_o
);
input				  clk_i;
input	[4:0]		addr_i;
input	[255:0]	data_i;
input				  enable_i;
input				  write_i;
output	[255:0] 	data_o;
reg		[255:0]		memory 			[0:31];	
always@(posedge clk_i) begin
    if(enable_i && write_i) begin
		memory[addr_i]   <= data_i;
	end
end
assign 	data_o = (enable_i) ? memory[addr_i] : 256'b0;
endmodule
module dcache_tag_sram
(
	clk_i,
	addr_i,
	data_i,
	enable_i,
	write_i,
	data_o
);
input				  clk_i;
input	[4:0]		addr_i;
input	[23:0]		data_i;
input				  enable_i;
input				  write_i;
output	[23:0] 		data_o;
reg		[23:0]		memory 			[0:31];	
always@(posedge clk_i) begin
    if(enable_i && write_i) begin
		memory[addr_i]   <= data_i;
	end
end
assign 	data_o = (enable_i) ? memory[addr_i] : 24'b0;
endmodule
module dcache_top
(
	clk_i, 
	rst_i,
	mem_data_i, 
	mem_ack_i, 	
	mem_data_o, 
	mem_addr_o, 	
	mem_enable_o, 
	mem_write_o, 
	p1_data_i, 
	p1_addr_i, 	
	p1_MemRead_i, 
	p1_MemWrite_i, 
	p1_data_o, 
	p1_stall_o
);
input				clk_i; 
input				rst_i;
input	[256-1:0]	  mem_data_i; 
input				      mem_ack_i; 
output	[256-1:0]	mem_data_o; 
output	[32-1:0]	mem_addr_o; 	
output				    mem_enable_o; 
output				    mem_write_o; 
input	[32-1:0]	p1_data_i; 
input	[32-1:0]	p1_addr_i; 	
input				    p1_MemRead_i; 
input				    p1_MemWrite_i; 
output	[32-1:0]p1_data_o; 
output				  p1_stall_o; 
wire	[4:0]		cache_sram_index;
wire				cache_sram_enable;
wire	[23:0]		cache_sram_tag;
wire	[255:0]		cache_sram_data;
wire				cache_sram_write;
wire	[23:0]		sram_cache_tag;
wire	[255:0]		sram_cache_data;
wire				sram_valid;
wire				sram_dirty;
parameter 			STATE_IDLE			  = 3'h0,
					      STATE_READMISS		= 3'h1,
					      STATE_READMISSOK	= 3'h2,
					      STATE_WRITEBACK		= 3'h3,
					      STATE_MISS			  = 3'h4;
reg		[2:0]		state;
reg					  mem_enable;
reg					  mem_write;
reg					  cache_wr;
wire				  cache_dirty;
reg					  write_back;
wire	[4:0]		  p1_offset;
wire	[4:0]		  p1_index;
wire	[21:0]		p1_tag;
wire	[255:0]		r_hit_data;
reg		[255:0]		bin_window;
reg		[255:0]		bin_value;
reg		[255:0]		temp_value;
wire	[21:0]		sram_tag;
wire				    hit;
reg		[255:0]		w_hit_data;
wire				    write_hit;
wire				    p1_req;
wire 	[31:0]				start_addr,end_addr;
reg	   [31:0]		ssb[0:7];
reg	   [31:0]		p1_data;
reg    [5:0]        i;
reg	   [255:0]		temp_r;
assign 	p1_req     = p1_MemRead_i | p1_MemWrite_i;
assign	p1_offset  = p1_addr_i[4:0];
assign	p1_index   = p1_addr_i[9:5];
assign	p1_tag     = p1_addr_i[31:10];
assign	p1_stall_o = ~hit & p1_req;
assign	p1_data_o  = p1_data; 
assign	sram_valid = sram_cache_tag[23];
assign	sram_dirty = sram_cache_tag[22];
assign	sram_tag   = sram_cache_tag[21:0];
assign	cache_sram_index  = p1_index;
assign	cache_sram_enable = p1_req;
assign	cache_sram_write  = cache_wr | write_hit;
assign	cache_sram_tag    = {1'b1, cache_dirty, p1_tag};	
assign	cache_sram_data   = (hit) ? w_hit_data : mem_data_i;
assign	mem_enable_o = mem_enable;
assign	mem_addr_o   = (state==STATE_READMISS)?{p1_addr_i[31:10], p1_index, 5'b0}:{sram_tag, p1_index, 5'b0};
assign	mem_data_o   = sram_cache_data;
assign	mem_write_o  = mem_write;
assign	write_hit    = hit & p1_MemWrite_i;
assign	cache_dirty  = write_hit;
assign hit = sram_valid & (p1_tag == sram_tag);
assign r_hit_data = sram_cache_data;
assign start_addr = {{27{1'b0}},p1_offset}<<3;
always@(p1_offset or r_hit_data or start_addr) begin
	temp_r = r_hit_data[255:0] >> start_addr;
	p1_data[31:0] = temp_r[31:0];
end
always@(p1_offset or r_hit_data or p1_data_i or cache_wr or start_addr) begin
	bin_window = ~({{224{1'b0}},{32{1'b1}}}<<start_addr);
	bin_value = {{224{1'b0}},p1_data_i}<<start_addr;
	temp_value = r_hit_data[255:0] & bin_window[255:0];
	w_hit_data[255:0] = temp_value | bin_value;
end
always@(posedge clk_i or negedge rst_i) begin
	if(~rst_i) begin
		state      <= STATE_IDLE;
		mem_enable <= 1'b0;
		mem_write  <= 1'b0;
		cache_wr   <= 1'b0; 
	end
	else begin
		case(state)		
			STATE_IDLE: begin
				if(p1_req && !hit) begin	 
					state <= STATE_MISS;
				end
				else begin
					state <= STATE_IDLE;
				end
			end
			STATE_MISS: begin
				if(sram_dirty) begin		 
					mem_enable = 1;
					mem_write  = 1;
					state <= STATE_WRITEBACK;
				end
				else begin					 
					mem_enable = 1;
					state <= STATE_READMISS; 
				end
			end
			STATE_READMISS: begin
				if(mem_ack_i) begin			 
					mem_enable = 0;
					cache_wr = 1;
					state <= STATE_READMISSOK;
				end
				else begin
					state <= STATE_READMISS;
				end
			end
			STATE_READMISSOK: begin
				cache_wr = 0;
				state <= STATE_IDLE;
			end
			STATE_WRITEBACK: begin
				if(mem_ack_i) begin			 
					mem_enable = 1;
					mem_write  = 0;
					state <= STATE_READMISS;
				end
				else begin
					state <= STATE_WRITEBACK;
				end
			end
		endcase
	end
end
dcache_tag_sram dcache_tag_sram
(
	.clk_i(clk_i),
	.addr_i(cache_sram_index),
	.data_i(cache_sram_tag),
	.enable_i(cache_sram_enable),
	.write_i(cache_sram_write),
	.data_o(sram_cache_tag)
);
dcache_data_sram dcache_data_sram
(
	.clk_i(clk_i),
	.addr_i(cache_sram_index),
	.data_i(cache_sram_data),
	.enable_i(cache_sram_enable),
	.write_i(cache_sram_write),
	.data_o(sram_cache_data)
);
endmodule
==> ./run.sh <==
#!/bin/bash
# OpenROAD 26Q1-2900-gdf79404cd8, Yosys 0.63+post, stock flow scripts
make -C /OpenROAD-flow-scripts/flow DESIGN_CONFIG=/design/flow/config.mk WORK_HOME=/design/flow/orfs finish
==> ./config.mk <==
export PLATFORM = sky130hd
export DESIGN_NAME = dcache_top
export DESIGN_NICKNAME = dcache_top
export VERILOG_FILES = /design/flow/design.v
export SDC_FILE = /design/flow/constraint.sdc
export NUM_CORES = 4
export LEC_CHECK = 1
export CORE_UTILIZATION = 40
export SYNTH_MEMORY_MAX_BITS = 65536
==> ./constraint.sdc <==
current_design dcache_top

set clk_period 35.4
set clk_io_pct 0.2

create_clock -name clk0 -period $clk_period [get_ports {clk_i}]

set non_clock_inputs [all_inputs -no_clocks]
set_input_delay [expr $clk_period * $clk_io_pct] -clock clk0 $non_clock_inputs
set_output_delay [expr $clk_period * $clk_io_pct] -clock clk0 [all_outputs]
==> CHANGELOG.md <==
## Flow update

- Status: finished, violations left
- Failing checks: capacitance limit, slew limit
- Starting Density: 40.1%
- Post-route ant nets: 0
- Pwr dens: 57.2 mW/mm^2
- Buffers on Ports: 642
- Tmin final: 23.30 ns
- Non-Filler Instances: 31000
- First drt pass iteration count: 9
- Antenna violations before repair: 244
- Met1 track demand over resource: 35.0%
- Setup crit end kind: output pin
- Worst hold start: state[0]$_DFF_PN1_
- GRT Total Usage: 33.3%
- DP Cell Count: 28500
- Setup-violating endpoint count in the final report: 0
- Hpwl dp: 838000 um
- Yosys top cell by instances: edfxtp_1
- Avg WL per Cell: 42.8 um
- CP Data Required Time: 28.32 ns
- Mapped Cells: 16100
- CP Launch Type: input pin
- CTS clk-pin slew, worst paths: 0.06 ns
- Dpl ws: 12.00 ns
- Placed cell area: 0.376 sq mm
- # fillers: 70900
- Register area share after synthesis: 76.7%
- Worst Setup Path Type: in2out
- Fin. Hold Viols: 0
- Die width: 937 um
- Worst setup startpoint: p1_addr_i[5]
- Row count: 343
- Fin Clk Skew: 0.153 ns
- Ys Warns: 3
- Gr ovfl total: 0
- Layout cell share with drive strength beyond 1: 25.8%
- Worst Tran Pin Value: 1.54 ns
- IO Count: 648
- Post-synth ARST share: 0.0895%
- Clock Latency Late Sink: 1.32 ns
- CTS H-tree depth: 6
- Post-route DRC: 0
- Synth flops: 8936
- Die height: 937 um
- Main synth FF type: edfxtp_1
- Most area-hungry cell type in the Yosys netlist: edfxtp_1
- Synthesis area per yosys: 0.350 sq mm
- Clk buf depth: 4
- Worst r2r src: dcache_tag_sram.memory[26][2]$_DFFE_PP_
- Met2 GRT Util: 43.5%
- Worst setup margin: 12.10 ns
- Vias: 187000
- Syn avg cell area: 21.7 sq um
- PostCTS Resize Cnt: 0
- Highest clock rate: 42.9 MHz
- Core Region: 0.872 sq mm
- GPL Wtd Cong: 1.02
- Pin count of the biggest net entering global routing: 95
- Number of synthesized flops with an enable pin: 8928
- Postcts setup bufs: 0
- CTS Buf Count: 877
- Sequential cell area: 0.268 sq mm
- MaxCap Viol Count: 1
- Post-route cell area: 0.407 sq mm
- GR peak layer: met2
- Global-route wire length before repair: 1760000 um
- Slew Limit Fails: 2
- Vias in the first global route: 199000
- Yosys cell types: 90
- CTS root buf: clkbuf_16
- Iter 0 DRT Violations: 15800
- Vias per cell: 6.04
- VDD IR max: 0.0659 mV
- Leakage power: 126 nW
- Slew margin rel.: -2.59%
- # clock sinks: 8936
- RSZ-0062 raised after global routing: no
- Logic area: 0.0765 sq mm
- Post-CTS Hold Fix Bufs: 0
- Top area contributor share: 76.6%
- Largest cells by area after synthesis: edfxtp_1 (77%), mux4_2 (13%), a22oi_1 (2.3%)
- Mapped cell area: 0.350 sq mm
- Synth-to-layout area growth: 16.2%
- Period utilization: 65.8%
- Worst hold slack: 0.485 ns
- Commonest cells post-synth: edfxtp_1 (8928), mux4_2 (2078), a22oi_1 (1049), mux2i_1 (444), nand2_1 (388)
- Overall Power: 23.2 mW
- Arr. time, crit path: 16.22 ns
- Met3 usage: 30.3%
- Worst Path Max Fanout: 72
- Hold crit path type: reg2reg
- Tool warnings: 29
- CTS tree: built
- Yosys cell count: 16100
- WL final: 1330000 um
- Die area: 0.879 sq mm
## power breakdown
group / switching (mW) / internal [mW] / total (mW)
Combinational: 1.48 / 0.605 / 2.08
Sequential: 0.0309 / 11.8 / 11.8
Clock: 4.10 / 5.24 / 9.33
## cell families after synthesis
| family | Yosys count | share of synthesized area, % |
|---|---|---|
| xor+xnor | 26 | 0.0651 |
| simple gates | 1111 | 1.55 |
| flops | 8936 | 76.7 |
| other cells | 1 | 0.00107 |
| compound gates | 2104 | 4.27 |
| mux | 2832 | 15.6 |
| fa+ha+maj | 2 | 0.00715 |
| buf+inv | 1109 | 1.79 |
## final timing paths
check                      depth (start not counted)  slack [ns]                                       end
setup / recovery                                  18       12.10                             p1_data_o[31]
hold / removal                                     2        0.48                        state[0]$_DFF_PN1_
setup reg to reg                                  17       28.04  dcache_data_sram.memory[2][31]$_DFFE_PP_
hold reg to reg                                    2        0.48                        state[0]$_DFF_PN1_
max in group asynchronous                          1       28.71                      cache_wr$_DFFE_PN0P_
min in group asynchronous                          1        6.28                     mem_write$_DFFE_PN0P_
## cells in the final DEF (no fill, tap or decap), types with 91 or more instances in the layout
cell type           n
inv_1              96
clkinv_1          222
mux2_1            224
buf_4            1177
clkinv_2          140
diode_2           862
a22oi_1          1049
a21oi_1           117
edfxtp_1         8928
nor2_1            335
clkbuf_16         880
mux4_2           2078
mux2i_1           428
clkbuf_1          187
o21ai_0           215
clkdlybuf4s50_1   635
and4_1             91
nand2_1           377
o22ai_1           286
## state kept, by name, summed over array words and instances, names as in the netlist
name	flops
dcache_data_sram.memory	8192
state	5
mem_enable	1
dcache_tag_sram.memory	736
cache_wr	1
mem_write	1
## critical path, cell delays in order
cell	delay (ns)
buf_16	0.27
buf_12	0.45
buf_4	0.55
buf_4	0.60
buf_4	0.67
buf_4	0.61
buf_4	0.62
buf_12	0.53
buf_4	0.69
mux4_2	0.60
a22oi_1	0.23
and4_1	0.78
o22ai_1	0.17
a221oi_1	0.41
o211ai_1	0.17
o21a_1	0.58
buf_4	0.31
clkdlybuf4s50_1	0.45
## area by class of cell
type                    count  share of cell area [%]
flip-flops and latches   8936                    66.0
clock buffers            1067                    5.59
multi-input cells        6080                    18.8
inverters                 100                  0.0954
clock inverters           551                    1.49
well taps               11600                    3.56
diodes                    862                   0.530
repair buffers           1856                    3.95
## through the flow
step / utilization, % / setup TNS [ns]
final: 46.6 / 0
after global routing: 46.6 / 0
after CTS: 46.4 / 0
after detailed placement: 43.1 / 0
after global placement: 43.1 / 0
after floorplan: - / -6384.40
## metal layers
| layer | vias to the layer above | part of all wire, % |
|---|---|---|
| met5 | - | 0.91 |
| met4 | 215 | 7.0 |
| met3 | 2722 | 22 |
| met2 | 16200 | 43 |
| met1 | 94600 | 28 |
| li1 | 73500 | - |
No activity file was given, so power comes from the tool's default toggle rates.
